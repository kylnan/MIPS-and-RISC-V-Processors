--- /design/flow/run.sh ---
#!/bin/bash
# OpenROAD 26Q1-2900-gdf79404cd8, Yosys 0.63+post, stock flow scripts
make -C /OpenROAD-flow-scripts/flow DESIGN_CONFIG=/design/flow/config.mk WORK_HOME=/design/flow/orfs finish
--- /design/flow/config.mk ---
export PLATFORM = sky130hd
export DESIGN_NAME = FA4
export DESIGN_NICKNAME = FA4
export VERILOG_FILES = /design/flow/design.v
export SDC_FILE = /design/flow/constraint.sdc
export NUM_CORES = 4
export LEC_CHECK = 1
export CORE_AREA = 10 10 70 70
export DIE_AREA = 0 0 80 80
export SYNTH_HDL_FRONTEND = slang
--- /design/flow/constraint.sdc ---
current_design FA4

set clk_period 2.9
set clk_io_pct 0.2

create_clock -name clk0 -period $clk_period

set non_clock_inputs [all_inputs -no_clocks]
set_input_delay [expr $clk_period * $clk_io_pct] -clock clk0 $non_clock_inputs
set_output_delay [expr $clk_period * $clk_io_pct] -clock clk0 [all_outputs]
--- /design/flow/design.v ---
`timescale 1ns / 1ps
module FA4(
    A,
    B,
    Sum,
    Cin,
    Cout
    );
    input [3:0]A;
    input [3:0]B;
    input Cin;
    output [3:0] Sum;
    wire [2:0] Carry;
    output Cout;
    assign Sum[0] = A[0]^B[0]^Cin;
    assign Carry[0] = A[0]&B[0] | A[0]&Cin | B[0]&Cin;
    assign Sum[1] = A[1]^B[1]^Carry[0];
    assign Carry[1] = A[1]&B[1] | A[1]&Carry[0] | B[1]&Carry[0];
    assign Sum[2] = A[2]^B[2]^Carry[1];
    assign Carry[2] = A[2]&B[2] | A[2]&Carry[1] | B[2]&Carry[1];
    assign Sum[3] = A[3]^B[3]^Carry[2];
    assign Cout = A[3]&B[3] | A[3]&Carry[2] | B[3]&Carry[2];
endmodule
==> flow_summary.yaml <==
# implementation run metrics
run_status:
  status: "finished, final reports clean"
floorplanning:
  die_x_um: 80
  die_area_um2: 6400
  core_area_um2: 3416
  initCoreUtil_pct: 3.443
  ioPinCount: 14
  die_h_um: 80
  rows: 21
yosys:
  yosys_area_um2: 117.6
  syn-cell-area_um2: 117.6
  synth_warnings: 0
  area_leaders: "fa_1 (68%), inv_1 (32%)"
  synth_cells: 14
  synth.most_common_cell: "inv_1"
  ys_cells: 14
  ys_seq_share_pct: 0
  synth_top_cell_by_area: "fa_1"
  common_cells: "inv_1 (10), fa_1 (4)"
  avgSynthCellArea_um2: 8.401
  top_cell_area_share_pct: 68.09
  ys_types: 2
flow_run:
  warning_count: 32
  max-cap-violations: 0
pwr:
  pwr_density_cell_nw_per_um2: 141.6
  power_w: 0.00004517
  leakagePower_nw: 0.1414
  irDropWorstVdd_mv: 0.03747
place:
  dp_hpwl_um: 420.6
  io_buffers: 14
  placed_cells: 74
  place_congestion: 0.7640
  placedInstanceArea_um2: 315.3
critical_path:
  crit_path_max_fanout: 1
  crit_slowest_cell: "fa_1"
  cpPeakStageDelay_ps: 390
  path_cells: "buf_6 > inv_2 > fa_2 > inv_2 > fa_2 > fa_2 > inv_2 > fa_1 > inv_1 > buf_2"
  crit_required_ps: 2320
  arrival_ps: 2220
  critical_path_class: "primary input to output port"
  startpoint: "A[0]"
  critPathCaptureType: "output port"
  startpoint_type: "primary input"
timing:
  fin_crit_sh_pct: 96.65
  maxSlewHeadroom_pct: 93.25
  worstMarginPinSlew_ps: 100.9
  rsz0062_at_grt: "false"
  period_needed_ps: 2803
  setup_tns_ps: 0
  setup_viol: 0
  final_hold_viol_count: 0
  drv_slew: 0
  fmax_ghz: 0.3568
finish:
  flop-count: 0
  instances_no_fill: 74
  regArea_um2: 0
  layout-drive-gt1-share_pct: 42.86
  area_growth_pct: 171.3
  clkbuf_count: 0
  stdcell_area_um2: 319.1
route:
  via_per_inst: 1.716
  vias: 127
  wl_per_cell_um: 5.608
  antenna-diode-count: 0
  drt_wl_total_um: 415
  route.detailed.drc: 0
  drt_iter0_drc: 0
  antenna_left: 0
  drtPass1Iterations: 1
min_path:
  hold_class: "primary input to output port"
  hp-start: "B[0]"
grt:
  grt_pass1_vias: 136
  grt-ovfl-total: 0
  grt_util_all_layers_pct: 1.368
  grt_pass1_wl_um: 683
  grt_antenna_before_repair: 0
  grt_max_degree: 2
clock_tree:
  cts_setup_buffers: 0
  ctsHoldBuffers: 0
routing by layer:
| layer | vias to the layer above | track usage (%) | share of wire [%] |
|---|---|---|---|
| li1 | 60 | - | - |
| met2 | 13 | 1.766 | 28 |
| met3 | 0 | 0.4545 | 18 |
| met4 | 0 | 0 | 0 |
| met1 | 54 | 2.203 | 54 |
| met5 | - | 0 | 0 |
path summary, 6_finish.rpt:
kind | endpoint | depth (start not counted)
worst max-delay path | Sum[3] | 10
worst min-delay path | Sum[0] | 5
timing repair:
action | in CTS | in global routing
setup endpoints to repair | 4 | 2
resized | 28 | 1
pin swaps | 4 | 4
worst max-delay path: cells and delay by family:
family | cells | cell delay [ps]
fa+ha+maj | 4 | 1260
buf+inv | 6 | 390
per-stage QoR:
| step | utilization [%] | hold WS, ps | setup slack, ps |
|---|---|---|---|
| 3_3_place_gp | 9.231 | 2202 | -716.7 |
| 4_1_cts | 9.158 | 1909 | 4.271 |
| 5_1_grt | 9.341 | 1954 | 1.053 |
| 6_report | 9.341 | 1905 | 97.05 |
| 3_5_place_dp | 9.231 | 2224 | -747.9 |
| 2_1_floorplan | - | 1267 | 262.8 |
layout by cell type, fill, tap and decap left out:
cell type        Yosys  layout
clkdlybuf4s50_1      0       6
inv_1               10       5
inv_2                0       4
dlygate4sd2_1        0       4
fa_2                 0       3
buf_6                0       3
inv_4                0       1
fa_1                 4       1
buf_2                0       1
report_power, final:
group          total (W)  internal, W  switching, W
clock network          0            0             0
logic          0.0000452    0.0000306     0.0000146
registers              0            0             0
cell families after synthesis:
family / Yosys count / share of synthesized area (%)
buffers and inverters: 10 / 31.92
adder cells (fa/ha/maj): 4 / 68.09
cell type report:
cell class	count	area, µm²
timing repair buffer	14	133.9
tap	46	57.56
multi-input combinational	4	87.58
fill	405	3097
inverter	10	40.04
Power is estimated from default activity; no workload was simulated.
